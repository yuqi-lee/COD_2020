==> flow/design.v <==
module alu
    #(parameter WIDTH = 32)
    (   input  [WIDTH - 1 : 0] a,b,
        input  [2 : 0] m,
        output reg [WIDTH - 1 : 0] y,
        output reg zf,      
        output reg cf,      
        output reg of      
    );
    always@(*)
    begin
        case(m)
            3'b000:
                begin
                    {cf,y} = a + b;
                end
            3'b001:
                begin
                    {cf,y} = a - b;
                end
            3'b010:
                begin
                    y = a & b;
                end
            3'b011:
                begin
                    y = a | b;
                end
            3'b100:
                begin
                    y = a ^ b;
                end
            default:
                begin
                    y = y;
                end
        endcase
        zf = (y == 0);
        of = a[WIDTH - 1] ^ b[WIDTH - 1] ^ y[WIDTH - 1] ^ cf;
    end
endmodule
==> flow/run.sh <==
#!/bin/bash
# OpenROAD 26Q1-2900-gdf79404cd8, Yosys 0.63+post, stock flow scripts
make -C /OpenROAD-flow-scripts/flow DESIGN_CONFIG=/design/flow/config.mk WORK_HOME=/design/flow/orfs finish
==> flow/config.mk <==
export PLATFORM = sky130hd
export DESIGN_NAME = alu
export DESIGN_NICKNAME = alu
export VERILOG_FILES = /design/flow/design.v
export SDC_FILE = /design/flow/constraint.sdc
export NUM_CORES = 4
export LEC_CHECK = 1
export CORE_UTILIZATION = 50
==> flow/constraint.sdc <==
current_design alu

set clk_period 13.9
set clk_io_pct 0.2

create_clock -name clk0 -period $clk_period

set non_clock_inputs [all_inputs -no_clocks]
set_input_delay [expr $clk_period * $clk_io_pct] -clock clk0 $non_clock_inputs
set_output_delay [expr $clk_period * $clk_io_pct] -clock clk0 [all_outputs]
==> results.json <==
{
  "drive_above_1_share_pct": 4.64,
  "unclocked_regs": 33,
  "fp.dieH_microns": 114,
  "synth.area.top_cells": "ha_1 21%, dlxtn_1 7.9%, inv_1 6.4%, a21oi_1 6.4%, nor2_1 4.5%",
  "drt_iter0_drc": 710,
  "top_area_share_pct": 20.8,
  "n_antenna_cell": 0,
  "critPathRequiredTime_ns": 11.12,
  "mostFrequentLayoutCell": "inv_1",
  "most-common-layout-cells": "107 x inv_1, 104 x ha_1, 101 x clkdlybuf4s50_1",
  "rows": 40,
  "ys_area_sq_um": 6260,
  "die_w_microns": 114,
  "yosys_warnings": 2,
  "worst_pin_slew_ns": 0.944,
  "setup_tns_ns": 0,
  "fmax_mhz": 93.0,
  "worst_setup_path_end_kind": "output port",
  "wl_microns": 20800,
  "ant_nets": 0,
  "grt_use_total_pct": 32.4,
  "ys.flop_type": "dlxtn_1",
  "numPortBuffers": 102,
  "drc": 0,
  "hold_path_class": "in -> out",
  "vias": 7107,
  "path_max_fanout": 4,
  "drt_pass1_iterations": 5,
  "antenna_found_initial": 0,
  "viasPerCell": 6.25,
  "synth.distinct_cells": 84,
  "largest_area_cell": "ha_1",
  "hold_buffers": 0,
  "maxCapViolations": 0,
  "core_sq_um": 12100,
  "max-slew-margin-rel_pct": 36.3,
  "synth_area_sq_um": 6260,
  "crit_chain": "clkdlybuf4s50_1, ha_1, fa_1, a21o_1, a221o_1, a31o_1, a211o_1, o22a_1, or4_1, or4_1, or4_1, nor4b_2, nand4bb_1, nor4_2, clkdlybuf4s50_1",
  "fill_cells": 1116,
  "syn_area_per_cell_sq_um": 6.90,
  "worst_slack_ns": 3.14,
  "slowest_delay_ns": 0.52,
  "cp_common_cell": "or4_1",
  "synth_cells": 908,
  "layout_min_cycle_time_ns": 10.76,
  "rsz0062_at_grt": "no",
  "warning_count": 105,
  "io_pins": 102,
  "outcome": "complete, no violations",
  "grt.overflow.total": 0,
  "grt_pass1_vias": 6431,
  "hold_viol": 0,
  "power_leakage_nw": 3.33,
  "start_kind": "input port",
  "detailedPlacementHpwl_microns": 16200,
  "cts_resized": 0,
  "routabilityCongestion": 0.979,
  "p_per_area_nw_per_um2": 39.4,
  "grt_pass1_wl_microns": 33100,
  "cts_setup_buffers": 0,
  "area_growth_syn_to_layout_pct": 16.6,
  "ys_seq_elements": 33,
  "dp_slack_ns": 3.22,
  "unconstrained_endpoints": 66,
  "cpMaxStageDelayCell": "clkdlybuf4s50_1",
  "maxSlewViolCount": 0,
  "grt_max_degree": 63,
  "period_used_pct": 77.4,
  "peakVddDrop_v": 0.0000255,
  "ys_cells": 908,
  "arrival_ns": 7.98,
  "chipArea_sq_um": 13000,
  "async_flop_share_pct": 0,
  "setup.worst_path.class": "in -> out",
  "fp_util_pct": 51.7,
  "edf_count": 0,
  "setup-violations-final": 0,
  "routedWlPerCell_microns": 18.3
}
## through the flow
| stage | util (%) | instance area [sq um] | std cells | total power, W | hold slack [ns] |
|---|---|---|---|---|---|
| 2_1_floorplan | - | 6260 | 908 | 0.000191 | 5.98 |
| 3_3_place_gp | 60.3 | 7300 | 1138 | 0.000279 | 6.93 |
| 3_5_place_dp | 60.3 | 7300 | 1138 | 0.000280 | 6.97 |
| 4_1_cts | 60.3 | 7300 | 1138 | 0.000282 | 6.98 |
| 5_1_grt | 60.3 | 7300 | 1138 | 0.000313 | 7.02 |
| 6_report | 60.3 | 7300 | 1138 | 0.000288 | 6.98 |
## cells in the mapped netlist (all sizes together), types with 13 or more instances
| cell type | instances |
|---|---|
| o211ai | 21 |
| nor2 | 75 |
| a31oi | 13 |
| clkbuf | 43 |
| a21oi | 80 |
| o31ai | 21 |
| o21ai | 44 |
| nor3 | 21 |
| ha | 104 |
| dlxtn | 33 |
| a211oi | 20 |
| nand3 | 22 |
| nand2 | 66 |
| inv | 107 |
## metal layers
metal	routed length [microns]	global-route usage (%)
met5	0	0
met4	648	9.00
met3	1980	5.41
met2	8790	48.4
met1	9410	48.3
## cell families (layout without fill, tap and decap cells)
kind of cell	Yosys count	in the layout	synth area share, %
latches	33	33	7.91
mux	11	11	1.78
xor+xnor	7	7	0.979
buf+inv	160	222	11.0
compound gates	322	322	35.5
simple gates	269	269	21.4
fa+ha+maj	106	106	21.4
## worst paths after layout
path	from	slack [ns]	depth (start not counted)	end
hold / removal	a[31]	6.98	6	of
setup / recovery	a[0]	3.14	15	zf
## cell type report
class                           instances  area [sq um]  share of cell area [%]
Multi-Input combinational cell        715          5080                    69.6
Sequential cell                        33           495                    6.79
Tap cell                              168           210                    2.88
Inverter                              107           402                    5.50
Timing Repair Buffer                  115          1110                    15.3
## worst max-delay path: cells and delay by family
family          cells  cell delay [ns]
buf+inv             2             0.95
simple gates        6             2.15
fa+ha+maj           2             0.68
compound gates      5             1.40
## power breakdown
| part | internal [W] | switching (W) |
|---|---|---|
| combinational | 0.000111 | 0.000162 |
| sequential | 0.0000130 | 0.00000184 |
| clock | 0 | 0 |
| total | 0.000124 | 0.000164 |
## state kept, by name (all words and copies together) (netlist names)
name	cells
cf	1
y	32
No activity file was given, so power comes from the tool's default toggle rates.
