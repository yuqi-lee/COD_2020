[./config.mk]
export PLATFORM = sky130hd
export DESIGN_NAME = IO_interface
export DESIGN_NICKNAME = IO_interface
export VERILOG_FILES = /design/flow/design.v
export SDC_FILE = /design/flow/constraint.sdc
export NUM_CORES = 4
export LEC_CHECK = 1
export CORE_UTILIZATION = 50
[./run.sh]
#!/bin/bash
# OpenROAD 26Q1-2900-gdf79404cd8, Yosys 0.63+post, stock flow scripts
make -C /OpenROAD-flow-scripts/flow DESIGN_CONFIG=/design/flow/config.mk WORK_HOME=/design/flow/orfs finish
[./constraint.sdc]
current_design IO_interface

set clk_period 1.0
set clk_io_pct 0.2

create_clock -name clk0 -period $clk_period [get_ports {clk}]

set non_clock_inputs [all_inputs -no_clocks]
set_input_delay [expr $clk_period * $clk_io_pct] -clock clk0 $non_clock_inputs
set_output_delay [expr $clk_period * $clk_io_pct] -clock clk0 [all_outputs]
[./design.v]
module IO_interface
    (
        input clk,
        input is_ready_1,
        input is_ready_2,
        input [31:0] data_input,
        input [31:0] data_cpu,
        input we,
        input [1:0] CR,
        output reg [31:0] data_output,
        output reg [31:0] DIR,
        output reg [1:0] SR
    );
    reg [31:0] DOR = 0;
    always@(posedge clk)
    begin
        SR[0] = is_ready_1;
        SR[1] = is_ready_2;
        if(we)
        begin
            DOR = data_cpu;
        end
        if(is_ready_1)   
        begin 
            DIR = data_input;
        end
        if(is_ready_2)      
        begin
            data_output = DOR;
        end
    end
endmodule
==> results.json <==
{
  "path_buffers": 1,
  "cts_num_sinks": 98,
  "ys_seq_share_pct": 82.70,
  "clock_latency_ns": 0.34,
  "post_cts_buffers": 0,
  "edf_count": 64,
  "synthCells": 134,
  "finalWorstSetupSlack_ns": -0.08771,
  "crit_type": "flip-flop to output port",
  "ir_worst_vdd_v": 0.001536,
  "gp_congestion": 0.7441,
  "grt-ovfl-total": 0,
  "path_max_fanout": 1,
  "wl_per_cell_microns": 16.73,
  "r2r_start": "DOR[24]$_DFF_P_",
  "totalNegativeSetupSlack_ns": -1.900,
  "grt_usage_pct": 19.25,
  "synthArstFlopShare_pct": 0,
  "synthTopCellsByArea": "edfxtp_1 61%, dfxtp_1 22%, mux2_4 14%",
  "skew_ns": 0.007435,
  "reg2reg_setup_slack_ns": 0.18,
  "maxCapViolCount": 0,
  "ff_latch_area_sq_um": 2604,
  "grt_pass1_wl_microns": 8390,
  "die_area_sq_um": 6615,
  "power_mw": 8.424,
  "final-comb-area_sq_um": 473.0,
  "die_w_microns": 81.33,
  "clkTransAtPathRegs_ns": 0.09,
  "ctsLongestPathBuffers": 2,
  "syn_to_final_growth_pct": 42.90,
  "holdCritStartpoint": "we",
  "worst_ep_arrival_time_ns": 0.89,
  "setup.worst_path.end_class": "output port",
  "post-dp-hpwl_microns": 4076,
  "tightest_slew_ns": 0.1783,
  "cts_htree_levels": 3,
  "crit_family": "flip-flops",
  "hp-class": "primary input to flip-flop",
  "cts_tree": "yes",
  "period_needed_ns": 1.088,
  "cp-start-kind": "flip-flop",
  "slew_violations": 0,
  "cellPowerDensity_nw_per_um2": 1873,
  "ys_cells": 134,
  "rsz0062_at_grt": "yes",
  "antenna_found_initial": 0,
  "warning_count": 31,
  "fill_cells": 381,
  "die_y_microns": 81.33,
  "initial_utilization_pct": 52.53,
  "slowest_stage": "edfxtp_1",
  "drc_errors": 0,
  "outcome": "finished, violations left",
  "grt_max_degree": 28,
  "max_freq_mhz": 919.4,
  "final_area_sq_um": 4497,
  "n_antenna_cell": 0,
  "synth_area_per_cell_sq_um": 23.48,
  "ys_types": 6,
  "leakage_nw": 1.856,
  "ys_seq_elements": 98,
  "crit_start": "DIR[16]$_DFFE_PP_",
  "worstPathCellList": "buf_2",
  "synth_area_leader_cell": "edfxtp_1",
  "required_ns": 0.80,
  "whs_path_depth": 3,
  "violations": "negative setup slack",
  "setup_viol": 64,
  "ys_area_sq_um": 3147,
  "ios": 136,
  "portBuffers": 133,
  "ff2ff_path_depth": 1,
  "rows": 28,
  "root_buffer": "clkbuf_8",
  "placed_cell_area_sq_um": 4586,
  "first_pass_iters": 4,
  "syn_area_sq_um": 3147,
  "slowest_delay_ns": 0.40,
  "postCtsHoldBufs": 0,
  "drtAntennaViolNets": 0,
  "top_area_share_pct": 61.07,
  "top_cell": "edfxtp_1",
  "vias_per_cell": 4.609,
  "numCtsBuffers": 9,
  "via_count": 1664,
  "drive_gt1_share_pct": 41.96,
  "routed_wl_microns": 6040,
  "hold_viol": 0,
  "synthTopCellsByCount": "64 x edfxtp_1, 34 x dfxtp_1, 30 x mux2_4, 3 x buf_12, 2 x mux2_2",
  "yosys_warnings": 1,
  "slew_headroom_pct": 88.07,
  "first_iter_violations": 62,
  "finalClockPeriodUsage_pct": 108.8,
  "worst-path-stages": 1,
  "grt_pass1_vias": 1614,
  "coreArea_sq_um": 5991,
  "synth_top_flop_cell": "edfxtp_1"
}
[layout by cell type, fill, tap and decap left out]
| cell | synthesis | layout |
|---|---|---|
| mux2_2 | 2 | 2 |
| edfxtp_1 | 64 | 64 |
| clkbuf_1 | 0 | 3 |
| mux2_4 | 30 | 30 |
| clkdlybuf4s50_1 | 0 | 66 |
| dfxtp_2 | 0 | 1 |
| bufinv_16 | 0 | 2 |
| buf_12 | 3 | 3 |
| buf_6 | 1 | 1 |
| clkbuf_16 | 0 | 1 |
| clkbuf_8 | 0 | 10 |
| buf_4 | 0 | 4 |
| dfxtp_1 | 34 | 33 |
| buf_2 | 0 | 66 |
[worst paths after layout]
kind,end
setup reg to reg,data_output[24]$_DFFE_PP_
setup / recovery,DIR[16]
hold reg to reg,DOR[26]$_DFF_P_
hold / removal,DOR[13]$_DFF_P_
[through the flow]
step	utilization [%]	worst slack (ns)	hold WS [ns]	instances
floorplan	-	-0.002527	0.2277	134
global placement	76.55	-0.2546	0.4516	345
detailed placement	76.55	-0.2592	0.4563	345
CTS	75.06	-0.1091	0.3541	361
global route	75.06	-0.1269	0.3531	361
finish	75.06	-0.08771	0.3663	361
[power by group]
group	total [mW]	leakage (nW)	switching [mW]	internal (mW)
Sequential	4.78	0.914	0.0857	4.70
Combinational	0.801	0.826	0.229	0.573
Clock	2.84	0.116	1.21	1.63
[sequential cells by signal (all words and copies together) (netlist names)]
signal       flops
SR               2
DOR             32
data_output     32
DIR             32
[cell families (layout without fill, tap and decap cells)]
logic type / count (synthesis) / count (layout) / share of synthesized area [%]
buf+inv: 4 / 156 / 2.266
flops: 98 / 98 / 82.70
mux: 32 / 32 / 15.03
[per-layer routing]
layer  vias to the layer above  GRT usage (%)  wire length, microns
li1                        795              -                     -
met1                       779          32.17                  2469
met2                        78          27.42                  2877
met3                        12          6.842                   583
met4                         0          3.571                   111
met5                         -              0                     0
[timing repair]
action                     4_1_cts  5_1_grt
gates cloned                     0        0
setup endpoints to repair       66       66
gates resized                  205        0
[layout make-up]
type | instances | share of cell area (%)
clock buffers | 14 | 3.868
repair buffers | 140 | 24.29
clock inverters | 2 | 1.336
well taps | 75 | 2.087
flip-flops and latches | 98 | 57.90
multi-input cells | 32 | 10.52
Power figures rest on the tool's default switching activity, not on a simulated workload.
