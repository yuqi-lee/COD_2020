==> /design/flow/config.mk <==
export PLATFORM = sky130hd
export DESIGN_NAME = register_file
export DESIGN_NICKNAME = register_file
export VERILOG_FILES = /design/flow/design.v
export SDC_FILE = /design/flow/constraint.sdc
export NUM_CORES = 4
export LEC_CHECK = 1
export CORE_UTILIZATION = 30
==> /design/flow/constraint.sdc <==
current_design register_file

set clk_period 5.1
set clk_io_pct 0.2

create_clock -name clk0 -period $clk_period [get_ports {clk}]

set non_clock_inputs [all_inputs -no_clocks]
set_input_delay [expr $clk_period * $clk_io_pct] -clock clk0 $non_clock_inputs
set_output_delay [expr $clk_period * $clk_io_pct] -clock clk0 [all_outputs]
==> /design/flow/design.v <==
module register_file
    #(  parameter WIDTH = 32,
        parameter DEEPTH = 32)
    (
        input clk,we,
        input [WIDTH - 1 : 0] wd,
        input [4 : 0] wa,
        input [4 : 0] ra0,
        input [4 : 0] ra1,
        output [WIDTH - 1 : 0] rd0,rd1
    );
    reg [WIDTH - 1 : 0] r [DEEPTH - 1 : 0];
    reg [WIDTH - 1 : 0] _rd0,_rd1;
    assign rd0 = _rd0;
    assign rd1 = _rd1;  
    always @(posedge clk) 
    begin   
        if(we)
            if(wa)
                r[wa] <= wd;
            else
                r[wa] <= 0;
    end
    always @(*)  
    begin
        _rd0 = r[ra0];
        _rd1 = r[ra1];
    end
endmodule
==> /design/flow/run.sh <==
#!/bin/bash
# OpenROAD 26Q1-2900-gdf79404cd8, Yosys 0.63+post, stock flow scripts
make -C /OpenROAD-flow-scripts/flow DESIGN_CONFIG=/design/flow/config.mk WORK_HOME=/design/flow/orfs finish
==> summary.txt <==
The full implementation flow was run.

The run finished with clean final reports. The initial antenna violation count stands at 8. The achievable clock frequency stands at 203.4 MHz.

The final weighted congestion in routability-driven placement stands at 0.8772. For the worst min-delay path, the startpoint reported by OpenROAD is wd[14]. The final timing report counts setup violations totalling 0. The required arrival time at the worst endpoint stands at 4.08 ns.

Per the layout report, the design carries 15,110 filler cells. sky130_fd_sc_hd__edfxtp_1 takes more of the synthesized area than any other cell. The share of the synthesized area in the top cell type stands at 62.80%.

The deepest level of the CTS H-tree stands at 3. Per the synth stats, the proportion of register bits with asynchronous set or reset is 0%. The synthesized netlist occupies a cell area of 48,960 µm². The number of nets with antenna violations after detailed routing stands at 0. Synthesis inferred 1,024 register bits. The tree is rooted in a sky130_fd_sc_hd__clkbuf_16. The count of maximum capacitance violations stands at 0. STA classifies the critical path startpoint as an input pin. The ratio of total power to cell area stands at 324.9 nW/µm². The sink count of the clock tree stands at 1,024. Per the Yosys statistics, synthesis produced 3,421 cells.

Summing the sequential cell areas from Yosys gives 62.80% of the chip area. TritonCTS built the clock tree. The final HPWL from detailed placement stands at 95.23 mm. The worst setup path is captured at a primary output.

In this run the worst hold path is classified as in2reg. The critical path is of the in2out type. The number of buffers inserted during clock tree synthesis stands at 102. In the hold report, the worst path ends at r[13][14]. The cell count after synthesis stands at 3,421.

Walking the worst path, the cells encountered are clkdlybuf4s50_1 > nor2b_4 > buf_12 > buf_4 > buf_4 > a21oi_1 > a31oi_1 > nand3_1 > clkdlybuf4s50_1. Yosys attributes the largest share of cell area to sky130_fd_sc_hd__edfxtp_1 63%, sky130_fd_sc_hd__mux2i_1 21%, sky130_fd_sc_hd__a22oi_1 2.9%. The script parses the final routing iteration and logs DRC violations as 0. The relative slew slack stands at 38.85%. For this design, the CTS-stage hold fixing added 0 buffers. The count of standard-cell rows stands at 147. The analysis attributes to cell leakage a power of 0.02072 µW.

Per the placement log, port buffering inserted 112 buffers. The die is 406.0 µm tall. The longest clock path from root to sink contains 3 buffers. The final hold violation count stands at 0. The detailed-route via count stands at 31,090. Per the OpenROAD floorplan log, the width of the die is 406.0 µm. The number of top-level pins stands at 113.

The critical-path maximum fanout stands at 19. Overall power consumption after layout is estimated at 18,580 µW. The register with the most flip-flops in the final layout is r.

For this run, the leading register cell type out of synthesis is sky130_fd_sc_hd__edfxtp_1. The via count of the first global-routing pass stands at 32,370. The total core area stands at 161,300 µm². Looking at the critical path, the single cell with the biggest stage delay is sky130_fd_sc_hd__clkdlybuf4s50_1. The register with the most flip-flops in the layout has 1,024 of them. The die covers 164,800 µm².

The count of cells along the worst hold path stands at 3. The total routed wirelength stands at 155.6 mm. The smallest clock period supported by the final layout is computed as 4.916 ns.

The stage logs contain a warning count of 26. Entering global routing, the biggest net connects 65 pins. The number of DRC violations after detailed-routing iteration 0 stands at 1,800. The count of TritonRoute iterations in the first routing pass stands at 5. The effective utilization at floorplan stands at 30.35%. The clock transition at the registers of the reported paths stands at 0.06 ns. The script logs the mean routed wire length per placed instance as 26.67 µm.

The global-route wire length before repair stands at 222.5 mm. Synthesis instantiated 26 different standard cells from the library. The maximum vdd drop stands at 0.2431 mV.

The overall track demand over capacity in global routing stands at 19.79%. From synthesis to final layout, the design area changed by 16.76%. For this run the aggregate overflow at the end of global routing stands at 0.

Averaged over all synthesized cells, the footprint is 14.31 µm². Yosys mapped a number of flops with a built-in enable equal to 1,024. The layout cell share with drive strength beyond 1 stands at 10.78%. For this run, the slowest stage of the critical path takes 0.64 ns. The final tally of max-slew violations stands at 0. The final layout reports a setup TNS of 0 ns.

The finished layout holds 5,835 standard cells, fillers aside. The ratio of final minimum period to clock period stands at 96.39%. The total placed cells including tap cells stands at 5,648.

The data arrival time at the worst-slack endpoint stands at 3.90 ns. The post-CTS setup buffer count stands at 0. The Yosys chip area stands at 48,960 µm². In the routed layout, each cell is associated on average with a via count of 5.329. Setup repair after global routing left no endpoint under its margin. For the pin with the worst max-slew slack, the measured transition is 0.9172 ns.

The largest registers in the layout are r: 1024 flops. The commonest cells after synthesis are 1,024 x sky130_fd_sc_hd__edfxtp_1, 1,024 x sky130_fd_sc_hd__mux2i_1, 194 x sky130_fd_sc_hd__nand2_1, 194 x sky130_fd_sc_hd__nand3_1. The total number of yosys warnings stands at 1.
-- where the power goes --
group / internal [µW] / switching (µW)
clock: 4170 / 3150
combinational: 733 / 1110
sequential: 9380 / 39.9
-- worst max path at each step --
stage / slack, ns / cells after the start / from / endpoint
6_report: 0.18 / 9 / ra1[2] / rd1[15]
5_1_grt: 0.03 / 8 / ra1[2] / rd1[13]
4_1_cts: 0.13 / 9 / ra1[2] / rd1[15]
-- timing repair --
action,4_1_cts,5_1_grt
setup endpoints to repair,1,0
hold endpoints to repair,0,0
gates resized,1,0
-- cell families after synthesis --
| kind of cell | count (synthesis) | share of synthesized area, % |
|---|---|---|
| mux | 1024 | 20.93 |
| flops | 1024 | 62.80 |
| compound gates | 576 | 8.014 |
| simple gates | 540 | 5.119 |
| buf+inv | 257 | 3.130 |
-- layout make-up --
| type | instances | area [µm²] | area share [%] |
|---|---|---|---|
| timing repair buffer | 323 | 3527 | 6.170 |
| antenna | 2 | 5.005 | 0.008755 |
| clock inverter | 56 | 462.9 | 0.8098 |
| clock buffer | 129 | 2739 | 4.791 |
| inverter | 1 | 3.754 | 0.006566 |
| sequential | 1024 | 30750 | 53.79 |
| multi-input combinational | 2140 | 16980 | 29.70 |
| tap | 2160 | 2703 | 4.728 |
-- metal layers --
layer	global-route usage, %	vias to the layer above	wire, µm
li1	-	13850	-
met1	24.54	15390	57980
met2	30.22	1596	72190
met3	11.48	256	20870
met4	4.873	6	4545
met5	0.08921	-	33
-- through the flow --
stage,hold slack (ns),instance area (µm²),worst slack [ns],utilization [%]
after floorplan,1.551,48960,1.767,-
after global placement,1.984,53960,0.007485,33.45
after detailed placement,1.991,53960,-0.01005,33.45
after CTS,1.247,57160,0.1333,35.44
after global routing,1.289,57160,0.02908,35.44
final,1.284,57170,0.1843,35.44
-- layout by cell type, fill, tap and decap left out, types with 3 or more instances in the layout --
cell	n
sky130_fd_sc_hd__and2_1	32
sky130_fd_sc_hd__nor3_1	64
sky130_fd_sc_hd__edfxtp_1	1024
sky130_fd_sc_hd__a22o_1	128
sky130_fd_sc_hd__nand3b_1	5
sky130_fd_sc_hd__clkbuf_16	106
sky130_fd_sc_hd__a21oi_1	192
sky130_fd_sc_hd__nand2_1	192
sky130_fd_sc_hd__mux2i_1	1024
sky130_fd_sc_hd__buf_4	146
sky130_fd_sc_hd__nor2b_4	4
sky130_fd_sc_hd__clkinv_2	13
sky130_fd_sc_hd__nor2_4	33
sky130_fd_sc_hd__clkinv_1	31
sky130_fd_sc_hd__bufinv_16	8
sky130_fd_sc_hd__nand2b_2	4
sky130_fd_sc_hd__a22oi_1	192
sky130_fd_sc_hd__or3b_2	3
sky130_fd_sc_hd__clkbuf_1	23
sky130_fd_sc_hd__nand3_1	194
sky130_fd_sc_hd__buf_12	65
sky130_fd_sc_hd__clkdlybuf4s50_1	109
sky130_fd_sc_hd__a31oi_1	64
-- worst max-delay path: cells and delay by family --
kind | cells | cell delay [ns]
AND-OR/OR-AND | 2 | 0.57
buffers and inverters | 5 | 1.86
AND/OR/NAND/NOR | 2 | 0.41
Power and IR drop assume default switching activity.
